==> /design/flow/design.v <==
module dff (q, d, clk, rst);
    output         q;
    input          d;
    input          clk;
    input          rst;
    reg            state;
    assign #(1) q = state;
    always @(posedge clk) begin
      state = rst? 0 : d;
    end
endmodule
module id_ex(ALU_src_in, ALU_src_out, wb_sel_in, wb_sel_out, wb_sel0_in, wb_sel0_out, wb_sel1_in, wb_sel1_out, ex_result_sel_in, ex_result_sel_out, invRs_in, invRs_out, invIn_in, invIn_out, Cin_in, Cin_out, ALUOP_in, ALUOP_out,
			alu_sign_in, alu_sign_out, MemWrite_in, MemWrite_out, mem_en_in, mem_en_out, JumpReg_in, JumpReg_out, s_extend_in, s_extend_out, LBI_sel_in, LBI_sel_out,
			SLBI_sel_in, SLBI_sel_out, BTR_sel_in, BTR_sel_out, clk, rst, w_en, err, rs_in, rtrd_in, immed_in, rs_out, rtrd_out, immed_out, isBranch_in, isBranch_out,Read1_in, Read1_out, Read2_in, Read2_out, R_reg1_in, R_reg1_out,
			R_reg2_in, R_reg2_out, write_from_memory_in, write_from_memory_out, wreg_flag_in, wreg_flag_out, reg_to_write_in, reg_to_write_out, isJR_in, isJR_out, PC_addr_in, PC_addr_out, HaltRaw_in, HaltRaw_out,
			MemRead_in, MemRead_out, br_addr_in, br_addr_out, flush_in, flush_out);
    input  ALU_src_in, wb_sel_in, wb_sel1_in, ex_result_sel_in, invRs_in, invIn_in, Cin_in, alu_sign_in, MemWrite_in, mem_en_in, JumpReg_in, s_extend_in, LBI_sel_in, SLBI_sel_in, BTR_sel_in,
			HaltRaw_in, isBranch_in, Read1_in, Read2_in, write_from_memory_in, wreg_flag_in, isJR_in, MemRead_in, flush_in;
	input clk, rst, w_en;
	input [1:0] wb_sel0_in;
	input [2:0] ALUOP_in;
	input [2:0] R_reg1_in, R_reg2_in, reg_to_write_in;
	input [15:0] rs_in, rtrd_in, immed_in, PC_addr_in, br_addr_in;
	output ALU_src_out, wb_sel_out, wb_sel1_out, ex_result_sel_out, invRs_out, invIn_out, Cin_out, alu_sign_out, MemWrite_out, mem_en_out, JumpReg_out, s_extend_out, LBI_sel_out, SLBI_sel_out, BTR_sel_out, HaltRaw_out,
			isBranch_out, Read1_out, Read2_out, write_from_memory_out, wreg_flag_out, isJR_out, MemRead_out, flush_out;
	output err;
	output [1:0] wb_sel0_out;
	output [2:0] ALUOP_out;
	output [2:0] R_reg1_out, R_reg2_out, reg_to_write_out;
	output [15:0] rs_out, rtrd_out, immed_out, PC_addr_out, br_addr_out;
	wire[33:0] error;
	register_1b ALU_src(.clk(clk), .rst(rst), .chosen(1'b1), .w_en(w_en), .w_data(ALU_src_in), .r_data(ALU_src_out), .err(error[0]));
	register_1b wb_sel(.clk(clk), .rst(rst), .chosen(1'b1), .w_en(w_en), .w_data(wb_sel_in), .r_data(wb_sel_out), .err(error[1]));
	register_1b wb_sel1(.clk(clk), .rst(rst), .chosen(1'b1), .w_en(w_en), .w_data(wb_sel1_in), .r_data(wb_sel1_out), .err(error[2]));
	register_1b ex_result_sel(.clk(clk), .rst(rst), .chosen(1'b1), .w_en(w_en), .w_data(ex_result_sel_in), .r_data(ex_result_sel_out), .err(error[3]));
	register_1b invRs(.clk(clk), .rst(rst), .chosen(1'b1), .w_en(w_en), .w_data(invRs_in), .r_data(invRs_out), .err(error[4]));
	register_1b invIn(.clk(clk), .rst(rst), .chosen(1'b1), .w_en(w_en), .w_data(invIn_in), .r_data(invIn_out), .err(error[5]));
	register_1b Cin(.clk(clk), .rst(rst), .chosen(1'b1), .w_en(w_en), .w_data(Cin_in), .r_data(Cin_out), .err(error[6]));
	register_1b alu_sign(.clk(clk), .rst(rst), .chosen(1'b1), .w_en(w_en), .w_data(alu_sign_in), .r_data(alu_sign_out), .err(error[7]));
	register_1b MemWrite(.clk(clk), .rst(rst), .chosen(1'b1), .w_en(w_en), .w_data(MemWrite_in), .r_data(MemWrite_out), .err(error[8]));
	register_1b mem_en(.clk(clk), .rst(rst), .chosen(1'b1), .w_en(w_en), .w_data(mem_en_in), .r_data(mem_en_out), .err(error[9]));
	register_1b JumpReg(.clk(clk), .rst(rst), .chosen(1'b1), .w_en(w_en), .w_data(JumpReg_in), .r_data(JumpReg_out), .err(error[10]));
	register_1b s_extend(.clk(clk), .rst(rst), .chosen(1'b1), .w_en(w_en), .w_data(s_extend_in), .r_data(s_extend_out), .err(error[11]));
	register_1b LBI_sel(.clk(clk), .rst(rst), .chosen(1'b1), .w_en(w_en), .w_data(LBI_sel_in), .r_data(LBI_sel_out), .err(error[12]));
	register_1b SLBI_sel(.clk(clk), .rst(rst), .chosen(1'b1), .w_en(w_en), .w_data(SLBI_sel_in), .r_data(SLBI_sel_out), .err(error[13]));
	register_1b BTR_sel(.clk(clk), .rst(rst), .chosen(1'b1), .w_en(w_en), .w_data(BTR_sel_in), .r_data(BTR_sel_out), .err(error[14]));
	register_1b isBranch(.clk(clk), .rst(rst), .chosen(1'b1), .w_en(w_en), .w_data(isBranch_in), .r_data(isBranch_out), .err(error[15]));
	register_1b Read1(.clk(clk), .rst(rst), .chosen(1'b1), .w_en(w_en), .w_data(Read1_in), .r_data(Read1_out), .err(error[16]));
	register_1b Read2(.clk(clk), .rst(rst), .chosen(1'b1), .w_en(w_en), .w_data(Read2_in), .r_data(Read2_out), .err(error[17]));
	register_1b write_from_memory(.clk(clk), .rst(rst), .chosen(1'b1), .w_en(w_en), .w_data(write_from_memory_in), .r_data(write_from_memory_out), .err(error[18]));
	register_1b wreg_flag(.clk(clk), .rst(rst), .chosen(1'b1), .w_en(w_en), .w_data(wreg_flag_in), .r_data(wreg_flag_out), .err(error[19]));
	register_1b isJR(.clk(clk), .rst(rst), .chosen(1'b1), .w_en(w_en), .w_data(isJR_in), .r_data(isJR_out), .err(error[20]));
	register_1b HaltRaw(.clk(clk), .rst(rst), .chosen(1'b1), .w_en(w_en), .w_data(HaltRaw_in), .r_data(HaltRaw_out), .err(error[21]));
	register_1b MemRead(.clk(clk), .rst(rst), .chosen(1'b1), .w_en(w_en), .w_data(MemRead_in), .r_data(MemRead_out), .err(error[22]));
	register_2b wb_sel0(.clk(clk), .rst(rst), .chosen(1'b1), .w_en(w_en), .w_data(wb_sel0_in), .r_data(wb_sel0_out), .err(error[23]));
	register_3b ALUOP(.clk(clk), .rst(rst), .chosen(1'b1), .w_en(w_en), .w_data(ALUOP_in), .r_data(ALUOP_out), .err(error[24]));
	register_3b R_reg1(.clk(clk), .rst(rst), .chosen(1'b1), .w_en(w_en), .w_data(R_reg1_in), .r_data(R_reg1_out), .err(error[25]));
	register_3b R_reg2(.clk(clk), .rst(rst), .chosen(1'b1), .w_en(w_en), .w_data(R_reg2_in), .r_data(R_reg2_out), .err(error[26]));
	register_3b reg_to_write(.clk(clk), .rst(rst), .chosen(1'b1), .w_en(w_en), .w_data(reg_to_write_in), .r_data(reg_to_write_out), .err(error[27]));
	register_16b rs(.clk(clk), .rst(rst), .chosen(1'b1), .w_en(w_en), .w_data(rs_in), .r_data(rs_out), .err(error[28]));
	register_16b rtrd(.clk(clk), .rst(rst), .chosen(1'b1), .w_en(w_en), .w_data(rtrd_in), .r_data(rtrd_out), .err(error[29]));
	register_16b immed(.clk(clk), .rst(rst), .chosen(1'b1), .w_en(w_en), .w_data(immed_in), .r_data(immed_out), .err(error[30]));
	register_16b PC_addr(.clk(clk), .rst(rst), .chosen(1'b1), .w_en(w_en), .w_data(PC_addr_in), .r_data(PC_addr_out), .err(error[31]));
	register_16b br_addr(.clk(clk), .rst(rst), .chosen(1'b1), .w_en(w_en), .w_data(br_addr_in), .r_data(br_addr_out), .err(error[32]));
	register_1b flush(.clk(clk), .rst(rst), .chosen(1'b1), .w_en(w_en), .w_data(flush_in), .r_data(flush_out), .err(error[33]));
	assign err = |error;
endmodule
module register_16b(clk, rst, chosen, w_en, w_data, r_data, err);
	parameter W = 16;
	input clk, rst, chosen, w_en;
	input [W-1:0] w_data;
	output [W-1:0]r_data;
	output err;
	wire [W-1:0] in_data;
	assign in_data = (chosen & w_en) ? w_data : r_data;
	dff ff0(.d(in_data[0]), .q(r_data[0]), .clk(clk), .rst(rst));
	dff ff1(.d(in_data[1]), .q(r_data[1]), .clk(clk), .rst(rst));
	dff ff2(.d(in_data[2]), .q(r_data[2]), .clk(clk), .rst(rst));
	dff ff3(.d(in_data[3]), .q(r_data[3]), .clk(clk), .rst(rst));
	dff ff4(.d(in_data[4]), .q(r_data[4]), .clk(clk), .rst(rst));
	dff ff5(.d(in_data[5]), .q(r_data[5]), .clk(clk), .rst(rst));
	dff ff6(.d(in_data[6]), .q(r_data[6]), .clk(clk), .rst(rst));
	dff ff7(.d(in_data[7]), .q(r_data[7]), .clk(clk), .rst(rst));
	dff ff8(.d(in_data[8]), .q(r_data[8]), .clk(clk), .rst(rst));
	dff ff9(.d(in_data[9]), .q(r_data[9]), .clk(clk), .rst(rst));
	dff ff10(.d(in_data[10]), .q(r_data[10]), .clk(clk), .rst(rst));
	dff ff11(.d(in_data[11]), .q(r_data[11]), .clk(clk), .rst(rst));
	dff ff12(.d(in_data[12]), .q(r_data[12]), .clk(clk), .rst(rst));
	dff ff13(.d(in_data[13]), .q(r_data[13]), .clk(clk), .rst(rst));
	dff ff14(.d(in_data[14]), .q(r_data[14]), .clk(clk), .rst(rst));
	dff ff15(.d(in_data[15]), .q(r_data[15]), .clk(clk), .rst(rst));
	assign err = (w_en === 1'bx) ? 1 : 0;
endmodule
module register_1b(clk, rst, chosen, w_en, w_data, r_data, err);
	input clk, rst, chosen, w_en;
	input w_data;
	output r_data;
	output err;
	wire in_data;
	assign in_data = (chosen & w_en) ? w_data : r_data;
	dff ff0(.d(in_data), .q(r_data), .clk(clk), .rst(rst));
	assign err = (w_en === 1'bx) ? 1 : 0;
endmodule
module register_2b(clk, rst, chosen, w_en, w_data, r_data, err);
	input clk, rst, chosen, w_en;
	input [1:0] w_data;
	output [1:0]r_data;
	output err;
	wire [1:0] in_data;
	assign in_data = (chosen & w_en) ? w_data : r_data;
	dff ff0(.d(in_data[0]), .q(r_data[0]), .clk(clk), .rst(rst));
	dff ff1(.d(in_data[1]), .q(r_data[1]), .clk(clk), .rst(rst));
	assign err = (w_en === 1'bx) ? 1 : 0;
endmodule
module register_3b(clk, rst, chosen, w_en, w_data, r_data, err);
	input clk, rst, chosen, w_en;
	input [2:0] w_data;
	output [2:0]r_data;
	output err;
	wire [2:0] in_data;
	assign in_data = (chosen & w_en) ? w_data : r_data;
	dff ff0(.d(in_data[0]), .q(r_data[0]), .clk(clk), .rst(rst));
	dff ff1(.d(in_data[1]), .q(r_data[1]), .clk(clk), .rst(rst));
	dff ff2(.d(in_data[2]), .q(r_data[2]), .clk(clk), .rst(rst));
	assign err = (w_en === 1'bx) ? 1 : 0;
endmodule
==> /design/flow/run.sh <==
#!/bin/bash
# OpenROAD 26Q1-2900-gdf79404cd8, Yosys 0.63+post, stock flow scripts
make -C /OpenROAD-flow-scripts/flow DESIGN_CONFIG=/design/flow/config.mk WORK_HOME=/design/flow/orfs finish
==> /design/flow/config.mk <==
export PLATFORM = sky130hd
export DESIGN_NAME = id_ex
export DESIGN_NICKNAME = id_ex
export VERILOG_FILES = /design/flow/design.v
export SDC_FILE = /design/flow/constraint.sdc
export NUM_CORES = 4
export LEC_CHECK = 1
export CORE_AREA = 10 10 165 165
export DIE_AREA = 0 0 175 175
==> /design/flow/constraint.sdc <==
current_design id_ex

set clk_period 1.1
set clk_io_pct 0.2

create_clock -name clk0 -period $clk_period [get_ports {clk}]

set non_clock_inputs [all_inputs -no_clocks]
set_input_delay [expr $clk_period * $clk_io_pct] -clock clk0 $non_clock_inputs
set_output_delay [expr $clk_period * $clk_io_pct] -clock clk0 [all_outputs]
==> flow_metrics.tcl <==
# metrics dict for downstream scripts
set metrics [dict create \
    common_cells "dfxtp_1 (118), mux2i_1 (118), nor2_1 (118)" \
    grt_max_degree 50 \
    wl_per_cell_microns 14.3 \
    placed_cells 928 \
    antenna_found_initial 0 \
    worstPathMaxFanout 2 \
    swShare_pct 21.7 \
    rr_worst_depth 3 \
    critical_path.cell_chain "buf_2" \
    ys_warn_count 1 \
    netlist_instances 476 \
    firstDrtPassIters 4 \
    overflow 0 \
    min_period_ns 1.05 \
    syn-cell-area_sq_um 4870 \
    die_h_microns 175 \
    ys_types 10 \
    critical_path_arrival_ns 0.83 \
    dp_hpwl_microns 10400 \
    ys_seq_share_pct 48.5 \
    crit_path_end_kind "output pin" \
    criticalPathCategory "register to output pin" \
    finalInstanceArea_sq_um 7170 \
    maxSlewViolCount 0 \
    fin_util_pct 30.5 \
    pwr-share-comb_pct 11.2 \
    pin_count 240 \
    syn2layout_area_growth_pct 47.2 \
    drv_cap 0 \
    path_clk_slew_ns 0.06 \
    openroad.warnings 27 \
    required_ns 0.88 \
    worstHoldPathType "primary input to register" \
    flop_cell "dfxtp_1" \
    power.total_mw 11.7 \
    grtUsageTotal_pct 8.79 \
    port-buffer-count 238 \
    cts_tree "done" \
    fp_util_pct 20.7 \
    htree_levels 4 \
    hold_violations 0 \
    ys_chip_area_sq_um 4870 \
    cts_made_buffers 17 \
    antenna_cells 0 \
    status "complete, no violations" \
    fmax_mhz 950 \
    critical_path_depth 1 \
    critPathLaunchType "register" \
    drc 0 \
    grt_pass1_wl_microns 21300 \
    die-area_sq_um 30600 \
    row_count 56 \
    edf_count 0 \
    cp_top_family "flip-flops" \
    rsz0062_at_grt "true" \
    power_leakage_nw 3.41 \
    p_per_area_nw_per_um2 1630 \
    top_area_cell "dfxtp_1" \
    layout.cells.non_filler 961 \
    skew_ns 0 \
    drive_gt1_share_pct 44.4 \
    power.internal_mw 9.16 \
    min_period_over_period_pct 95.7 \
    ctsHoldBuffers 0 \
    wl_microns 13800 \
    worstSkewPairLatency_ns 0.40 \
    topCellsByArea "dfxtp_1 (48%), mux2i_1 (24%), buf_4 (16%), nor2_1 (9.1%), clkbuf_1 (0.69%)" \
    vias 3456 \
    max_stage_delay_ns 0.32 \
    avgSynthCellArea_sq_um 10.2 \
    clkPwrFrac_pct 48.6 \
    cts_root_buf "clkbuf_16" \
    whs_path_depth 3 \
    avgViaCountPerCell 3.60 \
    first_iter_violations 116 \
    critPathBufInv 1 \
    die_w_microns 175 \
    slowest_stage "dfxtp_2" \
    ys_ff 118 \
    power.switching_mw 2.54 \
    seqPwrFrac_pct 40.2 \
    ys_cells 476 \
    synth_top_area_share_pct 48.5 \
    antenna_left 0 \
    peakVddDrop_mv 0.822 \
    gp_congestion 0.764 \
    placed_cell_area_sq_um 6970 \
    cts_buffer_depth 2 \
    first_global_vias 3657 \
    cts_sinks 118 \
    setup_violations 0 \
    finalSetupTns_ns 0 \
    async_reset_ff_share_pct 0 \
    core_area_sq_um 23500 \
]
stage by stage:
| stage | setup slack [ns] | hold WS, ns |
|---|---|---|
| finish | 0.0474 | 0.256 |
| global placement | 0.0229 | 0.472 |
| floorplan | 0.0870 | 0.367 |
| detailed placement | 0.0236 | 0.480 |
| global route | -0.00626 | 0.247 |
| CTS | -0.00171 | 0.238 |
area by class of cell:
cell class              instances  area (sq um)
clock buffers                  22           474
clock inverters                 9           125
fillers                      2509         16400
multi-input cells             237          1630
flip-flops and latches        118          2510
well taps                     319           399
repair buffers                256          2040
layout by cell type, fill, tap and decap left out:
| master | Yosys | final |
|---|---|---|
| buf_12 | 0 | 6 |
| buf_2 | 1 | 112 |
| buf_4 | 106 | 13 |
| buf_6 | 1 | 7 |
| bufinv_16 | 0 | 3 |
| clkbuf_1 | 9 | 2 |
| clkbuf_16 | 0 | 17 |
| clkbuf_8 | 0 | 3 |
| clkdlybuf4s50_1 | 0 | 118 |
| clkinv_2 | 0 | 4 |
| clkinvlp_4 | 0 | 2 |
| conb_1 | 1 | 1 |
| dfxtp_2 | 0 | 118 |
| mux2i_1 | 118 | 118 |
| nor2_1 | 118 | 118 |
power groups by stage:
stage     logic, mW  registers (mW)  clock network, mW
6_report       1.31            4.70               5.69
4_1_cts        1.34            4.69               5.90
5_1_grt        1.46            4.73               6.11
cell families after synthesis:
| kind of cell | count (synthesis) | synth area share, % |
|---|---|---|
| buf+inv | 121 | 18.1 |
| flops | 118 | 48.5 |
| mux | 118 | 24.2 |
| other cells | 1 | 0.0769 |
| simple gates | 118 | 9.09 |
final timing paths:
kind                                      from                           end  slack [ns]
setup / recovery  rtrd.ff15.state$_SDFFE_PP0P_                  rtrd_out[15]        0.05
hold / removal                             rst  invRs.ff0.state$_SDFFE_PP0P_        0.26
hold reg to reg   immed.ff5.state$_SDFFE_PP0P_  immed.ff5.state$_SDFFE_PP0P_        0.48
setup reg to reg  rtrd.ff12.state$_SDFFE_PP0P_  rtrd.ff12.state$_SDFFE_PP0P_        0.38
worst min-delay path: stages:
cell and delay [ns]:
buf_4 0.15, buf_4 0.19, nor2_1 0.06
repair_timing:
action                     4_1_cts  5_1_grt
setup buffers                    1        1
pin swaps                        0        0
setup endpoints to repair      118       18
resized                        503        6
metal layers:
metal,wire (microns),up-vias,global-route usage [%],share of wire [%]
li1,-,1754,-,-
met1,6260,1543,11.6,45
met2,5890,152,13.1,43
met3,1480,7,4.38,11
met4,152,0,1.13,1.1
met5,0,-,0,0
Power and IR drop assume default switching activity.
