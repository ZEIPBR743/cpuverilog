**./design.v**
```verilog
module dff (q, d, clk, rst);
    output         q;
    input          d;
    input          clk;
    input          rst;
    reg            state;
    assign #(1) q = state;
    always @(posedge clk) begin
      state = rst? 0 : d;
    end
endmodule
module if_id(reg2_rd_sel_in, reg2_rd_sel_out, jump_in, jump_out, im_sel_in, im_sel_out, ALU_src_in, ALU_src_out, wb_sel_in, wb_sel_out, wb_sel0_in, wb_sel0_out, wb_sel1_in, wb_sel1_out, ex_result_sel_in, ex_result_sel_out, invRs_in, invRs_out, invIn_in, invIn_out, Cin_in, Cin_out, ALUOP_in, ALUOP_out,
			alu_sign_in, alu_sign_out, MemWrite_in, MemWrite_out, reg_write_in, reg_write_out, Branch_op_in, Branch_op_out, rd_sel_in, rd_sel_out, mem_en_in, mem_en_out, BranchEn_in, BranchEn_out, JumpReg_in, JumpReg_out, s_extend_in, s_extend_out, LBI_sel_in, LBI_sel_out,
			SLBI_sel_in, SLBI_sel_out, BTR_sel_in, BTR_sel_out, STU_sel_in, STU_sel_out, instruction_in, instruction_out, clk, rst, w_en, err,fetch_addr_out,fetch_addr_in, isBranch_in, isBranch_out, isJR_in, isJR_out, Read1_in, Read1_out, Read2_in, Read2_out, wreg_flag_in, wreg_flag_out,
			write_from_memory_in, write_from_memory_out, PC_addr_in, PC_addr_out, HaltRaw_in, HaltRaw_out, MemRead_in, MemRead_out, wait_in, wait_out);
    input reg2_rd_sel_in, jump_in, im_sel_in, ALU_src_in, wb_sel_in, wb_sel1_in, ex_result_sel_in, invRs_in, invIn_in, Cin_in, alu_sign_in, MemWrite_in, reg_write_in, mem_en_in, BranchEn_in, JumpReg_in, s_extend_in, LBI_sel_in, SLBI_sel_in, BTR_sel_in, STU_sel_in, HaltRaw_in, isBranch_in, isJR_in,
			Read1_in, Read2_in, wreg_flag_in, write_from_memory_in, MemRead_in, wait_in;
	input clk, rst, w_en;
	input [1:0] Branch_op_in, rd_sel_in, wb_sel0_in;
	input [2:0] ALUOP_in;
	input [15:0] instruction_in, fetch_addr_in, PC_addr_in;
	output reg2_rd_sel_out, jump_out, im_sel_out, ALU_src_out, wb_sel_out, wb_sel1_out, ex_result_sel_out, invRs_out, invIn_out, Cin_out, alu_sign_out, MemWrite_out, reg_write_out, mem_en_out, BranchEn_out, JumpReg_out, s_extend_out, LBI_sel_out, SLBI_sel_out, BTR_sel_out,
			STU_sel_out, HaltRaw_out, isBranch_out, isJR_out, Read1_out, Read2_out, wreg_flag_out, write_from_memory_out, MemRead_out, wait_out;
	output err;
	output [1:0] Branch_op_out, rd_sel_out, wb_sel0_out;
	output [2:0] ALUOP_out;
	output [15:0] instruction_out, fetch_addr_out, PC_addr_out;
	wire [36:0] error;
	register_1b reg2_rd_sel(.clk(clk), .rst(rst), .chosen(1'b1), .w_en(w_en), .w_data(reg2_rd_sel_in), .r_data(reg2_rd_sel_out), .err(error[0]));
	register_1b jump(.clk(clk), .rst(rst), .chosen(1'b1), .w_en(w_en), .w_data(jump_in), .r_data(jump_out), .err(error[1]));
	register_1b im_sel(.clk(clk), .rst(rst), .chosen(1'b1), .w_en(w_en), .w_data(im_sel_in), .r_data(im_sel_out), .err(error[2]));
	register_1b ALU_src(.clk(clk), .rst(rst), .chosen(1'b1), .w_en(w_en), .w_data(ALU_src_in), .r_data(ALU_src_out), .err(error[3]));
	register_1b wb_sel(.clk(clk), .rst(rst), .chosen(1'b1), .w_en(w_en), .w_data(wb_sel_in), .r_data(wb_sel_out), .err(error[4]));
	register_1b wb_sel1(.clk(clk), .rst(rst), .chosen(1'b1), .w_en(w_en), .w_data(wb_sel1_in), .r_data(wb_sel1_out), .err(error[5]));
	register_1b ex_result_sel(.clk(clk), .rst(rst), .chosen(1'b1), .w_en(w_en), .w_data(ex_result_sel_in), .r_data(ex_result_sel_out), .err(error[6]));
	register_1b invRs(.clk(clk), .rst(rst), .chosen(1'b1), .w_en(w_en), .w_data(invRs_in), .r_data(invRs_out), .err(error[7]));
	register_1b invIn(.clk(clk), .rst(rst), .chosen(1'b1), .w_en(w_en), .w_data(invIn_in), .r_data(invIn_out), .err(error[8]));
	register_1b Cin(.clk(clk), .rst(rst), .chosen(1'b1), .w_en(w_en), .w_data(Cin_in), .r_data(Cin_out), .err(error[9]));
	register_1b alu_sign(.clk(clk), .rst(rst), .chosen(1'b1), .w_en(w_en), .w_data(alu_sign_in), .r_data(alu_sign_out), .err(error[10]));
	register_1b MemWrite(.clk(clk), .rst(rst), .chosen(1'b1), .w_en(w_en), .w_data(MemWrite_in), .r_data(MemWrite_out), .err(error[11]));
	register_1b reg_write(.clk(clk), .rst(rst), .chosen(1'b1), .w_en(w_en), .w_data(reg_write_in), .r_data(reg_write_out), .err(error[12]));
	register_1b mem_en(.clk(clk), .rst(rst), .chosen(1'b1), .w_en(w_en), .w_data(mem_en_in), .r_data(mem_en_out), .err(error[13]));
	register_1b BranchEn(.clk(clk), .rst(rst), .chosen(1'b1), .w_en(w_en), .w_data(BranchEn_in), .r_data(BranchEn_out), .err(error[14]));
	register_1b JumpReg(.clk(clk), .rst(rst), .chosen(1'b1), .w_en(w_en), .w_data(JumpReg_in), .r_data(JumpReg_out), .err(error[15]));
	register_1b s_extend(.clk(clk), .rst(rst), .chosen(1'b1), .w_en(w_en), .w_data(s_extend_in), .r_data(s_extend_out), .err(error[16]));
	register_1b LBI_sel(.clk(clk), .rst(rst), .chosen(1'b1), .w_en(w_en), .w_data(LBI_sel_in), .r_data(LBI_sel_out), .err(error[17]));
	register_1b SLBI_sel(.clk(clk), .rst(rst), .chosen(1'b1), .w_en(w_en), .w_data(SLBI_sel_in), .r_data(SLBI_sel_out), .err(error[18]));
	register_1b BTR_sel(.clk(clk), .rst(rst), .chosen(1'b1), .w_en(w_en), .w_data(BTR_sel_in), .r_data(BTR_sel_out), .err(error[19]));
	register_1b STU_sel(.clk(clk), .rst(rst), .chosen(1'b1), .w_en(w_en), .w_data(STU_sel_in), .r_data(STU_sel_out), .err(error[20]));
	register_1b isBranch(.clk(clk), .rst(rst), .chosen(1'b1), .w_en(w_en), .w_data(isBranch_in), .r_data(isBranch_out), .err(error[21]));
	register_1b isJR(.clk(clk), .rst(rst), .chosen(1'b1), .w_en(w_en), .w_data(isJR_in), .r_data(isJR_out), .err(error[22]));
	register_1b Read1(.clk(clk), .rst(rst), .chosen(1'b1), .w_en(w_en), .w_data(Read1_in), .r_data(Read1_out), .err(error[23]));
	register_1b Read2(.clk(clk), .rst(rst), .chosen(1'b1), .w_en(w_en), .w_data(Read2_in), .r_data(Read2_out), .err(error[24]));
	register_1b wreg_flag(.clk(clk), .rst(rst), .chosen(1'b1), .w_en(w_en), .w_data(wreg_flag_in), .r_data(wreg_flag_out), .err(error[25]));
	register_1b write_from_memory(.clk(clk), .rst(rst), .chosen(1'b1), .w_en(w_en), .w_data(write_from_memory_in), .r_data(write_from_memory_out), .err(error[26]));
	register_1b HaltRaw(.clk(clk), .rst(rst), .chosen(1'b1), .w_en(w_en), .w_data(HaltRaw_in), .r_data(HaltRaw_out), .err(error[27]));
	register_1b MemRead(.clk(clk), .rst(rst), .chosen(1'b1), .w_en(w_en), .w_data(MemRead_in), .r_data(MemRead_out), .err(error[28]));
	register_1b wait_sig(.clk(clk), .rst(rst), .chosen(1'b1), .w_en(w_en), .w_data(wait_in), .r_data(wait_out), .err(error[29]));
	register_2b Branch_op(.clk(clk), .rst(rst), .chosen(1'b1), .w_en(w_en), .w_data(Branch_op_in), .r_data(Branch_op_out), .err(error[30]));
	register_2b rd_sel(.clk(clk), .rst(rst), .chosen(1'b1), .w_en(w_en), .w_data(rd_sel_in), .r_data(rd_sel_out), .err(error[31]));
	register_2b wb_sel0(.clk(clk), .rst(rst), .chosen(1'b1), .w_en(w_en), .w_data(wb_sel0_in), .r_data(wb_sel0_out), .err(error[32]));
	register_3b ALUOP(.clk(clk), .rst(rst), .chosen(1'b1), .w_en(w_en), .w_data(ALUOP_in), .r_data(ALUOP_out), .err(error[33]));
	register_16b instruction(.clk(clk), .rst(rst), .chosen(1'b1), .w_en(w_en), .w_data(instruction_in), .r_data(instruction_out), .err(error[34]));
	register_16b fetch_addr(.clk(clk), .rst(rst), .chosen(1'b1), .w_en(w_en), .w_data(fetch_addr_in), .r_data(fetch_addr_out), .err(error[35]));
	register_16b PC_addr(.clk(clk), .rst(rst), .chosen(1'b1), .w_en(w_en), .w_data(PC_addr_in), .r_data(PC_addr_out), .err(error[36]));
	assign err = |error;
endmodule
module register_16b(clk, rst, chosen, w_en, w_data, r_data, err);
	parameter W = 16;
	input clk, rst, chosen, w_en;
	input [W-1:0] w_data;
	output [W-1:0]r_data;
	output err;
	wire [W-1:0] in_data;
	assign in_data = (chosen & w_en) ? w_data : r_data;
	dff ff0(.d(in_data[0]), .q(r_data[0]), .clk(clk), .rst(rst));
	dff ff1(.d(in_data[1]), .q(r_data[1]), .clk(clk), .rst(rst));
	dff ff2(.d(in_data[2]), .q(r_data[2]), .clk(clk), .rst(rst));
	dff ff3(.d(in_data[3]), .q(r_data[3]), .clk(clk), .rst(rst));
	dff ff4(.d(in_data[4]), .q(r_data[4]), .clk(clk), .rst(rst));
	dff ff5(.d(in_data[5]), .q(r_data[5]), .clk(clk), .rst(rst));
	dff ff6(.d(in_data[6]), .q(r_data[6]), .clk(clk), .rst(rst));
	dff ff7(.d(in_data[7]), .q(r_data[7]), .clk(clk), .rst(rst));
	dff ff8(.d(in_data[8]), .q(r_data[8]), .clk(clk), .rst(rst));
	dff ff9(.d(in_data[9]), .q(r_data[9]), .clk(clk), .rst(rst));
	dff ff10(.d(in_data[10]), .q(r_data[10]), .clk(clk), .rst(rst));
	dff ff11(.d(in_data[11]), .q(r_data[11]), .clk(clk), .rst(rst));
	dff ff12(.d(in_data[12]), .q(r_data[12]), .clk(clk), .rst(rst));
	dff ff13(.d(in_data[13]), .q(r_data[13]), .clk(clk), .rst(rst));
	dff ff14(.d(in_data[14]), .q(r_data[14]), .clk(clk), .rst(rst));
	dff ff15(.d(in_data[15]), .q(r_data[15]), .clk(clk), .rst(rst));
	assign err = (w_en === 1'bx) ? 1 : 0;
endmodule
module register_1b(clk, rst, chosen, w_en, w_data, r_data, err);
	input clk, rst, chosen, w_en;
	input w_data;
	output r_data;
	output err;
	wire in_data;
	assign in_data = (chosen & w_en) ? w_data : r_data;
	dff ff0(.d(in_data), .q(r_data), .clk(clk), .rst(rst));
	assign err = (w_en === 1'bx) ? 1 : 0;
endmodule
module register_2b(clk, rst, chosen, w_en, w_data, r_data, err);
	input clk, rst, chosen, w_en;
	input [1:0] w_data;
	output [1:0]r_data;
	output err;
	wire [1:0] in_data;
	assign in_data = (chosen & w_en) ? w_data : r_data;
	dff ff0(.d(in_data[0]), .q(r_data[0]), .clk(clk), .rst(rst));
	dff ff1(.d(in_data[1]), .q(r_data[1]), .clk(clk), .rst(rst));
	assign err = (w_en === 1'bx) ? 1 : 0;
endmodule
module register_3b(clk, rst, chosen, w_en, w_data, r_data, err);
	input clk, rst, chosen, w_en;
	input [2:0] w_data;
	output [2:0]r_data;
	output err;
	wire [2:0] in_data;
	assign in_data = (chosen & w_en) ? w_data : r_data;
	dff ff0(.d(in_data[0]), .q(r_data[0]), .clk(clk), .rst(rst));
	dff ff1(.d(in_data[1]), .q(r_data[1]), .clk(clk), .rst(rst));
	dff ff2(.d(in_data[2]), .q(r_data[2]), .clk(clk), .rst(rst));
	assign err = (w_en === 1'bx) ? 1 : 0;
endmodule
```
**./run.sh**
```bash
#!/bin/bash
# OpenROAD 26Q1-2900-gdf79404cd8, Yosys 0.63+post, stock flow scripts
make -C /OpenROAD-flow-scripts/flow DESIGN_CONFIG=/design/flow/config.mk WORK_HOME=/design/flow/orfs finish
```
**./config.mk**
```make
export PLATFORM = sky130hd
export DESIGN_NAME = if_id
export DESIGN_NICKNAME = if_id
export VERILOG_FILES = /design/flow/design.v
export SDC_FILE = /design/flow/constraint.sdc
export NUM_CORES = 4
export LEC_CHECK = 1
export CORE_UTILIZATION = 50
```
**./constraint.sdc**
```tcl
current_design if_id

set clk_period 1.0
set clk_io_pct 0.2

create_clock -name clk0 -period $clk_period [get_ports {clk}]

set non_clock_inputs [all_inputs -no_clocks]
set_input_delay [expr $clk_period * $clk_io_pct] -clock clk0 $non_clock_inputs
set_output_delay [expr $clk_period * $clk_io_pct] -clock clk0 [all_outputs]
```
==> notes.md <==
Reports from this run.

- In the post-synthesis netlist, the biggest area contributors are dfxtp_1, mux2i_1, buf_4, nor2_1, buf_12.
- The stage-log warning count is 27.
- The count of buffers added on input and output ports is roughly 180.
- Antenna repair during routing inserted a diode count of 0.
- The cell count after synthesis is around 340.
- The later-pin clock latency in the skew report reads 350 ps.
- Per the CTS log, the buffer count on the longest clock path is 2.
- The fraction of final layout cells with drive strength greater than 1 reads between 40% and 50%.
- The type of the most critical hold path is in2reg.
- The average footprint of a synthesized cell reads 10.42 um2.
- The floorplan die width reads 86.19 um.
- The number of distinct standard cells referenced by the synthesized netlist is 10.
- In the layout the commonest cells are buf_2, dfxtp_2, mux2i_1, nor2_1, clkdlybuf4s50_1.
- The core footprint is 6832 um2.
- The floorplan report gives the top-level pin count as around 180.
- Dividing the detail-routed via count by the number of cells gives approximately 4.5.
- The number of post-CTS setup repair buffers is 0.
- Summing every instance area after synthesis gives between 3000 and 4000 um2.
- The count of unresolved DRC violations after routing reads 0.
- The final-layout setup total negative slack reads 0 ps.
- Of the total synthesized cell area, the portion taken by XOR and XNOR cells is 0%.
- Between clock sinks in the finished design, the worst skew comes to 0 ps.
- The number of cells on the critical path reads 1.
- The clock period minus worst slack reads 981.4 ps.
- The start point of the critical path is PC_addr.ff13.state$_SDFFE_PP0P_.
- The area of the chip reads 7428 um2.
- The total congestion overflow reads 0.
- The area occupied by registers reads between 1500 and 2000 um2.
- The synthesis report lists the Yosys warning total as 1.
- The detailed-route wire length per cell reads 13.48 um.
- The cell depth of the worst hold path reads 3.
- The initial antenna violation count was 0.
- The level count of the clock H-tree is 3.
- The first global-routing pass estimated approximately 11 mm of wire.
- The top logic cell family in the synthesized netlist is multiplexers.
- The critical path endpoint reads PC_addr_out[13].
- Global routing used between 10% and 20% of the available tracks across all layers.
- The run finished with clean final reports.
- The mux cell area share after synthesis reads 24.58%.
- The cell sequence reported for the critical path is buf_2.
- The number of hold buffers added after cts reads 0.
- The slowest cell on the critical path is dfxtp_2.
- The detailed placer's ending HPWL reads between 5 and 6 mm.
- The detail route stage leaves a number of antenna-violating nets equal to 0.
- The clock-pin slew reported for the worst setup and hold paths after clock tree synthesis is 80 ps.
- The kind of cell with the highest combined delay along the critical path is flip-flops.
- In the final layout, the multi-input gates occupy approximately 1200 um2.
- The number of buffers created by CTS reads 9.
- Per the synthesis report, the adder-cell share of the synthesized area is 0%.
- The number of fill cells is roughly 550.
- The area added between synthesis and finish reads 36.65%.
- The count of endpoints failing hold in the final timing report reads 0.
- The total via count in the routed design reads 2,521.
- The final weighted congestion in routability-driven placement reads 0.8050.
- Max-cap violations in this run came to 0.
- The setup slack of the worst register-to-register path is ~350 ps.
- The final tally of setup violations is 0.
- The largest net degree at the start of global routing reads roughly 50.
- The share of the yosys chip area belonging to registers reads about half.
- The cell chosen for the clock root reads clkbuf_8.
- Once layout is complete, the utilization of the core stands at roughly 70%.
- After the first detailed-routing iteration, the DRC count stood at ~80.
- The via count of the first global-routing pass is about 2,400.
- The critical path data arrival time is approximately 800 ps.
- The category of the worst setup path capture point reads an output pin.
- The reg-to-reg critical path endpoint is PC_addr.ff11.state$_SDFFE_PP0P_.
- TritonCTS built the clock tree.
- The count of standard-cell rows reads 30.
- The number of max-slew violations in the final report is 0.
- The cell type with the highest aggregate area in the netlist is dfxtp_1.
- The total wire length after detailed routing is roughly 7.5 mm.
- The type of the worst setup path reads reg2out.
- In this run, synthesis produced a sequential element count of about 87.
- The worst flop-to-flop path startpoint is PC_addr.ff11.state$_SDFFE_PP0P_.
- The share of the clock period used by the worst path after layout reads 98.14%.
- Along the critical path, the tally of buffer and inverter instances is 1.
- The aoi/oai-family share of the synthesized area reads 0%.
- Setup repair after global routing could not meet its margin everywhere.
- The static leakage is roughly 2.4 nW.
- The count of instantiated cells in the yosys netlist is around 340.
- The largest fanout on the critical path reads 2.
- The required arrival time at the worst endpoint is roughly 800 ps.
- Dividing total power by cell area gives a power density of 1537 nW/um2.
- The simple-gate share of the synthesized area is under 10%.
- Before placement the cells fill around 52% of the core.
- The synthesized netlist has a Yosys-reported chip area of roughly 3500 um2.
- The maximum clock rate is ~1 GHz.
- Before antenna repair, the detailed router went through 4 iterations.
- Per the cell usage report, the commonest logic cell in the layout is buf_2.
- The final-layout worst hold slack is roughly 290 ps.
- Counting every sink on the clock net gives 87.
- The fraction of synthesized cell area taken by the top area cell type reads 49.15%.
- The number of cells on the worst reg-to-reg path is 2.
- The longest individual stage delay on the worst path is roughly 320 ps.
- The nature of the critical path startpoint is a register.
- The die height reads 86.19 um.
- IR analysis of the VDD net gives a maximum drop of ~1.2 mV.
## cell usage after synthesis, drive strengths merged
cell type / number
clkbuf: 5
mux2i: 87
nor2: 87
buf: 73
conb: 1
dfxtp: 87
## where the power goes
| part | switching (W) | internal, W |
|---|---|---|
| Sequential | 0.0000864 | 0.00371 |
| Combinational | 0.000348 | 0.000680 |
| Clock | 0.00116 | 0.00145 |
## final cells by class
class / instances / area share, %
clock buffer: 11 / 2.920
clock inverter: 4 / 1.447
multi-input combinational: 175 / 24.81
sequential: 87 / 38.22
tap: 96 / 2.481
timing repair buffer: 183 / 30.13
## cell families after synthesis
logic type	after synthesis
flops	87
mux	87
buf+inv	78
simple gates	87
other cells	1
## layer usage
layer	GRT usage, %	vias to the layer above	wire length [um]
met1	27.86	1139	3276
li1	-	1268	-
met5	0	-	0
met3	6.860	9	727
met2	32.25	105	3390
met4	2.424	0	99
## stage by stage
stage	cell area, um2	instances	setup WS (ps)	power, W
2_1_floorplan	3543	340	48.29	0.004416
3_3_place_gp	4957	541	-4.756	0.005042
3_5_place_dp	4957	541	-5.325	0.005065
4_1_cts	4842	556	1.341	0.007524
5_1_grt	4842	556	-31.92	0.007769
6_report	4842	556	18.62	0.007441
## how the worst min path moves through the flow
stage                 from                               to  slack (ps)
after CTS              rst     ALUOP.ff1.state$_SDFFE_PP0P_         290
after global routing   rst      isJR.ff0.state$_SDFFE_PP0P_         290
final                  rst  PC_addr.ff13.state$_SDFFE_PP0P_         290
## repair_timing
action                     CTS  global route
gates cloned                 0             0
gates resized              352             0
pin swaps                    0             0
setup endpoints to repair   87            76
Power is estimated from default activity; no workload was simulated.
