<file path="./design.v">
module branch (out, imm, rs, en, op, pred_wrong);
	output [15:0] out;
	output pred_wrong;
	input [15:0] imm, rs;
	input [1:0] op;
	input en;
	wire [15:0] out0, out1, out2, out3, function_out;
	assign out0 = ~|rs ? imm : 0;  
	assign out1 = |rs  ? imm : 0;  
	assign out2 = rs[15] ? imm : 0;  
	assign out3 = ~rs[15] ? imm : 0;  
	assign function_out = (op == 0) ? out0 : ((op == 1) ? out1 : ((op == 2) ? out2 : out3));
	assign out = (en == 1) ? function_out : 0;
	assign pred_wrong = (op == 0) ? ((~|rs) ? 1'b1 : 1'b0) : ((op == 1) ? ((|rs) ? 1'b1 : 1'b0) : ((op == 2) ? ((rs[15]) ? 1'b1 : 1'b0) : ((~rs[15]) ? 1'b1 : 1'b0)));
endmodule
module cla_16b(A, B, C_in, S, sign, Ofl, C_out);
    input [15: 0] A, B;
    input          C_in, sign;
    output [15:0] S;
	output         C_out, Ofl;
	wire C1, C1_1, C1_2, C2, C2_1, C2_2, C3,C3_1, C3_2, C_out_1, C_out_2, G0, P0, G1, P1, G2, P2, G3, P3;
	nand2 NAND1(.in1(P0), .in2(C_in), .out(C1_1));
	not1 NOTC1(.in1(G0), .out(C1_2));
	nand2 NAND2(.in1(C1_2), .in2(C1_1), .out(C1)); 
	nand2 NAND3(.in1(P1), .in2(C1), .out(C2_1));
	not1 NOTC2(.in1(G1), .out(C2_2));
	nand2 NAND4(.in1(C2_2), .in2(C2_1), .out(C2)); 
	nand2 NAND5(.in1(P2), .in2(C2), .out(C3_1));
	not1 NOTC3(.in1(G2), .out(C3_2));
	nand2 NAND6(.in1(C3_2), .in2(C3_1), .out(C3));
	nand2 NAND7(.in1(P3), .in2(C3), .out(C_out_1));
	not1 NOTC4(.in1(G3), .out(C_out_2));
	nand2 NAND8(.in1(C_out_2), .in2(C_out_1), .out(C_out));
	wire Ofl_sign, Ofl_unsign;
	assign Ofl_sign = ((A[15] == B[15]) && (A[15] == 0)) ? ((S[15] == 1) ? 1 : 0) : 
					(((A[15] == B[15]) && (A[15] == 1)) ? ((S[15] == 0) ? 1 : 0) : 0);
	assign Ofl_unsign = (C_out == 1) ? 1 : 0;
	assign Ofl = (sign == 1) ? Ofl_sign : Ofl_unsign;
	cla_4b block1(.A(A[3:0]), .B(B[3:0]), .C_in(C_in), .S(S[3:0]), .P(P0), .G(G0));
	cla_4b block2(.A(A[7:4]), .B(B[7:4]), .C_in(C1), .S(S[7:4]), .P(P1), .G(G1));
	cla_4b block3(.A(A[11:8]), .B(B[11:8]), .C_in(C2), .S(S[11:8]), .P(P2), .G(G2));
	cla_4b block4(.A(A[15:12]), .B(B[15:12]), .C_in(C3), .S(S[15:12]), .P(P3), .G(G3));
endmodule
module cla_4b(A, B, C_in, S, P, G);
    parameter   N = 4;
    input [N-1: 0] A, B;
    input          C_in;
    output [N-1:0] S;
	output P, G;
	wire c1, c1_1, c1_2, c2, c2_1, c2_2, c3, c3_1, c3_2, g0, p0, g1, p1, g2, p2, g3, p3,
		P_r, P_l, G_B, G_B_r, G_C, G_C_r, G_D, G_D_R, G_D_L, G_r, G_l;
	nand2 NAND1(.in1(p0), .in2(C_in), .out(c1_1));
	not1 NOTC1(.in1(g0), .out(c1_2));
	nand2 NAND2(.in1(c1_2), .in2(c1_1), .out(c1)); 
	nand2 NAND3(.in1(p1), .in2(c1), .out(c2_1));
	not1 NOTC2(.in1(g1), .out(c2_2));
	nand2 NAND4(.in1(c2_2), .in2(c2_1), .out(c2)); 
	nand2 NAND5(.in1(p2), .in2(c2), .out(c3_1));
	not1 NOTC3(.in1(g2), .out(c3_2));
	nand2 NAND6(.in1(c3_2), .in2(c3_1), .out(c3)); 
	nand2 NAND7(.in1(p3), .in2(p2), .out(P_l));
	nand2 NAND8(.in1(p1), .in2(p0), .out(P_r));
	nor2 NOR1(.in1(P_l), .in2(P_r), .out(P));
	nand2 NAND9(.in1(p3), .in2(g2), .out(G_B_r));
	not1 NOT1(.in1(G_B_r), .out(G_B));
	nand3 NAND10(.in1(p3), .in2(p2), .in3(g1), .out(G_C_r));
	not1 NOT2(.in1(G_C_r), .out(G_C));
	nand2 NAND11(.in1(p3), .in2(p2), .out(G_D_L));
	nand2 NAND12(.in1(p1), .in2(g0), .out(G_D_R));
	nor2 NOR2(.in1(G_D_L), .in2(G_D_R), .out(G_D));
	nor2 NOR3(.in1(g3), .in2(G_B), .out(G_l));
	nor2 NOR4(.in1(G_C), .in2(G_D), .out(G_r));
	nand2 NAND13(.in1(G_l), .in2(G_r), .out(G));
	fullAdder_1b adder1(.A(A[0]), .B(B[0]), .C_in(C_in), .S(S[0]), .p(p0), .g(g0));
	fullAdder_1b adder2(.A(A[1]), .B(B[1]), .C_in(c1), .S(S[1]), .p(p1), .g(g1));
	fullAdder_1b adder3(.A(A[2]), .B(B[2]), .C_in(c2), .S(S[2]), .p(p2), .g(g2));
	fullAdder_1b adder4(.A(A[3]), .B(B[3]), .C_in(c3), .S(S[3]), .p(p3), .g(g3));
endmodule
module decode (clk, rst, reg_write, reg2_rd_sel, Im_sel, wb_sel, sign_extend, rd_sel, brj_sel, instr, write_back_data, branch_op_sel,
		BranchEn, fetch_addr, br_data_decoded, OutData1, OutData2, reg_file_err, immed, STU_sel, W_reg, R_reg1, R_reg2, writein_reg, branch_rs, pred_wrong);
    parameter W = 16;  
    input    clk, rst;
    input    reg_write, reg2_rd_sel, Im_sel, wb_sel, sign_extend, brj_sel, BranchEn, STU_sel; 
	input[1:0]		branch_op_sel, rd_sel;   
    input[W-1:0]    instr;      
    input[W-1:0]  write_back_data;      
	input[W-1:0]  fetch_addr;
	input[W-1:0] branch_rs;
	input [2:0] writein_reg;
    output reg_file_err, pred_wrong;
    output[W-1:0] br_data_decoded;
    output[W-1:0] OutData1, OutData2, immed;
	output [2:0] W_reg, R_reg1, R_reg2;
    wire addr1_ofl, addr1_c_out; 
	wire[2:0] rd_addr, WrR, readReg1, readReg2;  
	wire[4:0] opcode;
	wire[W-1:0]  j_dest, immed_i1, immed_i2, branch_out, brj;  
	assign j_dest = {{8{instr[10]}}, instr[10:0]};  
	assign readReg1 = instr[10:8];
	assign opcode = instr[15:11];
	assign WrR = (STU_sel) ? instr[10:8] : rd_addr;
	regFile_bypass register_file(.read1Data(OutData1), .read2Data(OutData2),. err(reg_file_err),
									.clk(clk), .rst(rst), .read1RegSel(readReg1), .read2RegSel(readReg2),
									.writeRegSel(writein_reg), .writeData(write_back_data), .writeEn(reg_write));
	extender5to16 i1_extend(.in(instr[4:0]), .sign_extend(sign_extend), .out(immed_i1));
	extender8to16 i2_extend(.in(instr[7:0]), .sign_extend(sign_extend), .out(immed_i2));
	branch br_cntr(.op(branch_op_sel), .en(BranchEn), .out(branch_out), .rs(branch_rs), .imm(immed), .pred_wrong(pred_wrong));
	cla_16b       addr1(.A(fetch_addr), .B(brj), .C_in(1'b0), .S(br_data_decoded), .sign(1'b1), .Ofl(addr1_ofl), .C_out(addr1_c_out));
	assign readReg2 = reg2_rd_sel? rd_addr : instr[7:5];
	assign rd_addr = rd_sel[1] ?  rd_sel[0] ? 3'b111 : instr[10:8] : rd_sel[0] ? instr[7:5] : instr[4:2];
	assign brj = brj_sel ? j_dest : branch_out;
	assign immed = Im_sel ? immed_i2 :immed_i1;
	assign W_reg = WrR;
	assign R_reg1 = readReg1;
	assign R_reg2 = readReg2;
endmodule
module decoder3_8(sel, out0, out1, out2, out3, out4, out5, out6, out7, err);
	input [2:0] sel;
	output out0, out1, out2, out3, out4, out5, out6, out7, err;
	assign out0 = (sel == 0) ? 1 : 0;
	assign out1 = (sel == 1) ? 1 : 0;
	assign out2 = (sel == 2) ? 1 : 0;
	assign out3 = (sel == 3) ? 1 : 0;
	assign out4 = (sel == 4) ? 1 : 0;
	assign out5 = (sel == 5) ? 1 : 0;
	assign out6 = (sel == 6) ? 1 : 0;
	assign out7 = (sel == 7) ? 1 : 0;
	assign err = (sel === 3'bx) ? 1 : 0;
endmodule
module dff (q, d, clk, rst);
    output         q;
    input          d;
    input          clk;
    input          rst;
    reg            state;
    assign #(1) q = state;
    always @(posedge clk) begin
      state = rst? 0 : d;
    end
endmodule
module extender5to16 (in, sign_extend, out);
  input [4:0] in;
  input sign_extend;
  output [15:0] out;
  assign out = (sign_extend) ? {{11{in[4]}}, in[4:0]} : {11'b0, in[4:0]};
endmodule
module extender8to16 (in, sign_extend, out);
  input [7:0] in;
  input sign_extend;
  output [15:0] out;
  assign out = (sign_extend) ? {{8{in[7]}}, in[7:0]} : {8'b0, in[7:0]};
endmodule
module fullAdder_1b(A, B, C_in, S, p, g);
    input  A, B;
    input  C_in;
    output S;
	output p, g;
	wire gRaw, pRaw;
	xor3 ADD1(.in1(A), .in2(B), .in3(C_in), .out(S));
	nand2 NAND1(.in1(A), .in2(B), .out(gRaw));
	not1 NOT1(.in1(gRaw), .out(g));
	nor2 NOR1(.in1(A), .in2(B), .out(pRaw));
	not1 NOT2(.in1(pRaw), .out(p));
endmodule
module nand2 (in1,in2,out);
    input in1,in2;
    output out;
    assign out = ~(in1 & in2);
endmodule
module nand3 (in1,in2,in3,out);
    input in1,in2,in3;
    output out;
    assign out = ~(in1 & in2 & in3);
endmodule
module nor2 (in1,in2,out);
    input in1,in2;
    output out;
    assign out = ~(in1 | in2);
endmodule
module not1 (in1,out);
    input in1;
    output out;
    assign out = ~in1;
endmodule
module regFile (
                read1Data, read2Data, err,
                clk, rst, read1RegSel, read2RegSel, writeRegSel, writeData, writeEn
                );
	parameter W = 16;
	input        clk, rst;
	input [2:0]  read1RegSel;
	input [2:0]  read2RegSel;
	input [2:0]  writeRegSel;
	input [W-1:0] writeData;
	input        writeEn;
	output [W-1:0] read1Data;
	output [W-1:0] read2Data;
	output        err;
	wire [7:0] chosen;
	wire [W-1:0] readData0, readData1, readData2, readData3, readData4, readData5, readData6, readData7;
	wire [8:0] error;
	decoder3_8 writedec(.sel(writeRegSel), .out0(chosen[0]), .out1(chosen[1]),
		.out2(chosen[2]), .out3(chosen[3]), .out4(chosen[4]), .out5(chosen[5]), .out6(chosen[6]), .out7(chosen[7]), .err(error[8]));
	register_16b reg0(.clk(clk), .rst(rst), .chosen(chosen[0]), .w_en(writeEn), .w_data(writeData), .r_data(readData0), .err(error[7]));
	register_16b reg1(.clk(clk), .rst(rst), .chosen(chosen[1]), .w_en(writeEn), .w_data(writeData), .r_data(readData1), .err(error[6]));
	register_16b reg2(.clk(clk), .rst(rst), .chosen(chosen[2]), .w_en(writeEn), .w_data(writeData), .r_data(readData2), .err(error[5]));
	register_16b reg3(.clk(clk), .rst(rst), .chosen(chosen[3]), .w_en(writeEn), .w_data(writeData), .r_data(readData3), .err(error[4]));
	register_16b reg4(.clk(clk), .rst(rst), .chosen(chosen[4]), .w_en(writeEn), .w_data(writeData), .r_data(readData4), .err(error[3]));
	register_16b reg5(.clk(clk), .rst(rst), .chosen(chosen[5]), .w_en(writeEn), .w_data(writeData), .r_data(readData5), .err(error[2]));
	register_16b reg6(.clk(clk), .rst(rst), .chosen(chosen[6]), .w_en(writeEn), .w_data(writeData), .r_data(readData6), .err(error[1]));
	register_16b reg7(.clk(clk), .rst(rst), .chosen(chosen[7]), .w_en(writeEn), .w_data(writeData), .r_data(readData7), .err(error[0]));
	assign read1Data = (read1RegSel == 0) ? readData0 : 
						( (read1RegSel == 1) ? readData1 :
						( (read1RegSel == 2) ? readData2 :
						( (read1RegSel == 3) ? readData3 :
						( (read1RegSel == 4) ? readData4 :
						( (read1RegSel == 5) ? readData5 :
						( (read1RegSel == 6) ? readData6 :
						( (read1RegSel == 7) ? readData7 : 0)))))));
	assign read2Data = (read2RegSel == 0) ? readData0 : 
						( (read2RegSel == 1) ? readData1 :
						( (read2RegSel == 2) ? readData2 :
						( (read2RegSel == 3) ? readData3 :
						( (read2RegSel == 4) ? readData4 :
						( (read2RegSel == 5) ? readData5 :
						( (read2RegSel == 6) ? readData6 :
						( (read2RegSel == 7) ? readData7 : 0)))))));
	assign err = |error;
endmodule
module regFile_bypass (
                       read1Data, read2Data, err,
                       clk, rst, read1RegSel, read2RegSel, writeRegSel, writeData, writeEn
                       );
   input        clk, rst;
   input [2:0]  read1RegSel;
   input [2:0]  read2RegSel;
   input [2:0]  writeRegSel;
   input [15:0] writeData;
   input        writeEn;
   output [15:0] read1Data;
   output [15:0] read2Data;
   output        err;
   wire [15:0] r_out1, r_out2;
   regFile registerFile(.read1Data(r_out1), .read2Data(r_out2), .err(err), .clk(clk), .rst(rst),
				.read1RegSel(read1RegSel), .read2RegSel(read2RegSel), .writeRegSel(writeRegSel),
				.writeData(writeData), .writeEn(writeEn));
   assign read1Data = (writeEn && (writeRegSel == read1RegSel)) ? writeData : r_out1;
   assign read2Data = (writeEn && (writeRegSel == read2RegSel)) ? writeData : r_out2;
endmodule
module register_16b(clk, rst, chosen, w_en, w_data, r_data, err);
	parameter W = 16;
	input clk, rst, chosen, w_en;
	input [W-1:0] w_data;
	output [W-1:0]r_data;
	output err;
	wire [W-1:0] in_data;
	assign in_data = (chosen & w_en) ? w_data : r_data;
	dff ff0(.d(in_data[0]), .q(r_data[0]), .clk(clk), .rst(rst));
	dff ff1(.d(in_data[1]), .q(r_data[1]), .clk(clk), .rst(rst));
	dff ff2(.d(in_data[2]), .q(r_data[2]), .clk(clk), .rst(rst));
	dff ff3(.d(in_data[3]), .q(r_data[3]), .clk(clk), .rst(rst));
	dff ff4(.d(in_data[4]), .q(r_data[4]), .clk(clk), .rst(rst));
	dff ff5(.d(in_data[5]), .q(r_data[5]), .clk(clk), .rst(rst));
	dff ff6(.d(in_data[6]), .q(r_data[6]), .clk(clk), .rst(rst));
	dff ff7(.d(in_data[7]), .q(r_data[7]), .clk(clk), .rst(rst));
	dff ff8(.d(in_data[8]), .q(r_data[8]), .clk(clk), .rst(rst));
	dff ff9(.d(in_data[9]), .q(r_data[9]), .clk(clk), .rst(rst));
	dff ff10(.d(in_data[10]), .q(r_data[10]), .clk(clk), .rst(rst));
	dff ff11(.d(in_data[11]), .q(r_data[11]), .clk(clk), .rst(rst));
	dff ff12(.d(in_data[12]), .q(r_data[12]), .clk(clk), .rst(rst));
	dff ff13(.d(in_data[13]), .q(r_data[13]), .clk(clk), .rst(rst));
	dff ff14(.d(in_data[14]), .q(r_data[14]), .clk(clk), .rst(rst));
	dff ff15(.d(in_data[15]), .q(r_data[15]), .clk(clk), .rst(rst));
	assign err = (w_en === 1'bx) ? 1 : 0;
endmodule
module xor3 (in1,in2,in3,out);
   input in1,in2,in3;
   output out;
   assign out = in1 ^ in2 ^ in3;
endmodule
</file>
<file path="./run.sh">
#!/bin/bash
# OpenROAD 26Q1-2900-gdf79404cd8, Yosys 0.63+post, stock flow scripts
make -C /OpenROAD-flow-scripts/flow DESIGN_CONFIG=/design/flow/config.mk WORK_HOME=/design/flow/orfs finish
</file>
<file path="./config.mk">
export PLATFORM = sky130hd
export DESIGN_NAME = decode
export DESIGN_NICKNAME = decode
export VERILOG_FILES = /design/flow/design.v
export SDC_FILE = /design/flow/constraint.sdc
export NUM_CORES = 4
export LEC_CHECK = 1
export CORE_UTILIZATION = 30
</file>
<file path="./constraint.sdc">
current_design decode

set clk_period 8.3
set clk_io_pct 0.2

create_clock -name clk0 -period $clk_period [get_ports {clk}]

set non_clock_inputs [all_inputs -no_clocks]
set_input_delay [expr $clk_period * $clk_io_pct] -clock clk0 $non_clock_inputs
set_output_delay [expr $clk_period * $clk_io_pct] -clock clk0 [all_outputs]
</file>
==> flow_summary.json <==
{
  "clock.fmax_mhz": 125,
  "antenna_found_initial": 0,
  "r2r_end": "register_file.registerFile.reg3.ff3.state",
  "cts_root_buf": "clkbuf_16",
  "crit_path_frequent_cell": "fa_1",
  "die_w_um": 170,
  "crit_path_end_kind": "output pin",
  "holdPathEnd": "register_file.registerFile.reg5.ff9.state",
  "tightest_slew_ns": 0.923,
  "setup_tns_ns": 0,
  "rows": 61,
  "cts_buffer_depth": 2,
  "postCtsSetupRepairBufs": 0,
  "worstPathRequired_ns": 6.64,
  "p_per_area_nw_per_um2": 164,
  "grt_first_pass_wirelength_um": 47100,
  "cts_buffers": 17,
  "dp_hpwl_um": 19100,
  "routedWlPerCell_um": 19.1,
  "ys_seq_share_pct": 30.2,
  "grtUsageTotal_pct": 21.9,
  "synthDistinctLibCells": 48,
  "area_leaders": "dfxtp_1 (30%), nand2_1 (13%), a21oi_1 (10%), mux2i_1 (6.6%), nor2_1 (3.5%)",
  "leakage_nw": 3.89,
  "avgSynthCellArea_um2": 7.28,
  "lay_top_count": "nand2_1",
  "setup_viol": 0,
  "timing.hold.worst.class": "flip-flop to flip-flop",
  "crit_arrival_ns": 6.31,
  "area.growth.synth_to_final_pct": 24.7,
  "cts.repair.resized": 0,
  "grt_pass1_vias": 8029,
  "chip_area_um2": 29000,
  "place.gp.congestion": 0.864,
  "synth_warnings": 1,
  "fin_crit_sh_pct": 96.1,
  "fin_worst_skew_ns": 0,
  "dr_total_vias": 8654,
  "top_cell_area_share_pct": 30.2,
  "crit_path_max_incr_delay_ns": 0.47,
  "ctsHoldBuffers": 0,
  "drtPass1Iterations": 8,
  "reg2reg_from": "register_file.registerFile.reg3.ff3.state",
  "die_y_um": 170,
  "synth-seq-cells": 128,
  "routed_via_density": 5.33,
  "fin_area_um2": 10600,
  "fin_util_pct": 38.0,
  "insertedDiodeCount": 0,
  "path_clk_slew_ns": 0.05,
  "synthCells": 1167,
  "yosysTopAreaCell": "dfxtp_1",
  "ios": 156,
  "initCoreUtil_pct": 30.5,
  "hp-start": "register_file.registerFile.reg5.ff9.state",
  "r2r_slack_ns": 7.65,
  "grt_start_max_net_pins": 68,
  "timing.max_cap.violations": 0,
  "wirelength_um": 31000,
  "htreeDepth": 4,
  "ant_nets": 0,
  "warnings": 50,
  "final-hold-violation-count": 0,
  "place_area_um2": 10000,
  "cts_sinks": 128,
  "slowest_stage": "clkdlybuf4s50_1",
  "reg2reg_depth": 2,
  "min_path_cells": 2,
  "rsz0062_at_grt": "no",
  "critPathKind": "primary input to output pin",
  "port_buffers": 148,
  "path_cells": "clkdlybuf4s50_1 > nor4_2 > nand4_1 > o21ai_1 > xor2_1 > nand2_2 > nand2b_4 > and2_1 > ha_1 > a21oi_1 > o21bai_1 > a21oi_1 > o31ai_1 > a221oi_1 > o21a_1 > fa_1 > fa_1 > inv_1 > fa_1 > xor2_1 > xnor2_1 > clkdlybuf4s50_1",
  "drc": 0,
  "insertion_delay_ns": 0.41,
  "slew_headroom_pct": 38.3,
  "slew_violations": 0,
  "yosys-stat-area_um2": 8500,
  "start_kind": "primary input",
  "ir_drop_mv": 0.132,
  "final_layout_size_suffix_gt1_share_pct": 7.95,
  "lay_top_cells": "nand2_1 (297), a21oi_1 (177), clkdlybuf4s50_1 (146)",
  "drt_iter0_markers": 645,
  "cts_tree": "yes",
  "nFillCells": 2846,
  "status": "finished clean",
  "overflow": 0,
  "ys_cells": 1167,
  "cp_max_fo": 9,
  "netlist_area_um2": 8500,
  "core-area_um2": 27900,
  "layout_min_cycle_time_ns": 7.97
}
==> Yosys cell counts (all sizes together) <==
| library cell | n |
|---|---|
| a211oi | 1 |
| a21boi | 1 |
| a21oi | 177 |
| a221o | 4 |
| a221oi | 16 |
| a22o | 15 |
| a311oi | 1 |
| a31oi | 1 |
| and2 | 5 |
| and4 | 1 |
| buf | 59 |
| clkbuf | 73 |
| conb | 1 |
| dfxtp | 128 |
| fa | 11 |
| ha | 23 |
| inv | 43 |
| mux2 | 19 |
| mux2i | 56 |
| mux4 | 2 |
| nand2 | 298 |
| nand2b | 5 |
| nand3 | 6 |
| nand4 | 3 |
| nand4b | 1 |
| nor2 | 81 |
| nor2b | 11 |
| nor3 | 15 |
| nor4 | 4 |
| o211ai | 11 |
| o21a | 17 |
| o21ai | 21 |
| o21bai | 1 |
| o221ai | 26 |
| o31ai | 15 |
| o32ai | 1 |
| or2 | 2 |
| xnor2 | 8 |
| xor2 | 4 |
==> worst max-delay path by stage <==
stage / from / endpoint / slack, ns / depth (start not counted)
CTS: branch_rs[4] / br_data_decoded[15] / 0.05 / 22
global route: branch_rs[4] / br_data_decoded[15] / 0.03 / 22
finish: branch_rs[4] / br_data_decoded[15] / 0.33 / 22
==> layer usage <==
metal  vias up  routed length (µm)  share of wire (%)  track usage [%]
li1       4071                   -                  -                -
met1      4036               13000                 42             29.6
met2       486               13800                 44             34.1
met3        61                3340                 11             6.61
met4         0                 874                2.8             6.46
met5         -                   0                  0                0
==> critical path, delay by kind of cell <==
family | cells | cell delay (ns)
xor+xnor | 3 | 0.56
compound gates | 7 | 1.14
simple gates | 5 | 0.88
buf+inv | 3 | 0.95
fa+ha+maj | 4 | 1.10
==> per-stage QoR <==
step	power [mW]	setup WS, ns	hold WS [ns]	cells
after floorplan	0.868	1.45	0.445	1167
after global placement	1.04	0.104	0.453	1593
after detailed placement	1.04	0.0785	0.461	1593
after CTS	1.74	0.0539	0.468	1623
after global routing	1.81	0.0255	0.485	1623
final	1.74	0.328	0.469	1623
==> where the power goes <==
part | switching, mW | leakage (nW) | internal [mW]
combinational | 0.207 | 2.58 | 0.189
clock | 0.271 | 0.272 | 0.438
sequential | 0.00936 | 1.04 | 0.628
total | 0.487 | 3.89 | 1.25
==> cell type report <==
class	instances	area, µm²	area share, %
Clock buffer	24	492	4.64
Clock inverter	6	57.6	0.543
Inverter	43	161	1.52
Multi-Input combinational cell	864	5130	48.5
Sequential cell	128	2560	24.2
Tap cell	378	473	4.46
Timing Repair Buffer	180	1710	16.2
==> logic make-up (layout without fill, tap and decap cells) <==
family	count (synthesis)	count (layout)	share of synthesized area [%]
other	1	1	0.0441
AND/OR/NAND/NOR	432	432	20.4
multiplexers	77	77	9.65
XOR/XNOR	12	12	1.24
buffers and inverters	175	253	9.76
AND-OR/OR-AND	308	308	22.8
flip-flops	128	128	30.2
adder cells (fa/ha/maj)	34	34	5.98
Power and IR drop assume default switching activity.
